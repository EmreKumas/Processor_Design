$ cat design.v
module Decoder_4_to_16
	(
	 input reg [3:0] select_bits,
	 input reg enable_bit,
	 output reg [15:0] out
	);
	always @*
		case({enable_bit, select_bits})
			5'b00000, 5'b00001, 5'b00010, 5'b00011, 5'b00100, 5'b00101, 5'b00110,
				5'b00111, 5'b01000, 5'b01001, 5'b01010, 5'b01011, 5'b01100,
				5'b01101, 5'b01110, 5'b01111: out = 16'h0000;
			5'b10000: out = 16'h0001;
			5'b10001: out = 16'h0002;
			5'b10010: out = 16'h0004;
			5'b10011: out = 16'h0008;
			5'b10100: out = 16'h0010;
			5'b10101: out = 16'h0020;
			5'b10110: out = 16'h0040;
			5'b10111: out = 16'h0080;
			5'b11000: out = 16'h0100;
			5'b11001: out = 16'h0200;
			5'b11010: out = 16'h0400;
			5'b11011: out = 16'h0800;
			5'b11100: out = 16'h1000;
			5'b11101: out = 16'h2000;
			5'b11110: out = 16'h4000;
			5'b11111: out = 16'h8000;
		endcase
endmodule
module Mux_16(
	input reg [15:0] i1,
	input reg [15:0] i2,
	input reg [15:0] i3,
	input reg [15:0] i4,
	input reg [15:0] i5,
	input reg [15:0] i6,
	input reg [15:0] i7,
	input reg [15:0] i8,
	input reg [15:0] i9,
	input reg [15:0] i10,
	input reg [15:0] i11,
	input reg [15:0] i12,
	input reg [15:0] i13,
	input reg [15:0] i14,
	input reg [15:0] i15,
	input reg [15:0] i16,
	input reg [3:0] selector,
	output reg [15:0] o
	);
	always @* 
		case ({selector})
			4'h0: o = i1;
			4'h1: o = i2;
			4'h2: o = i3;
			4'h3: o = i4;
			4'h4: o = i5;
			4'h5: o = i6;
			4'h6: o = i7;
			4'h7: o = i8;
			4'h8: o = i9;
			4'h9: o = i10;
			4'ha: o = i11;
			4'hb: o = i12;
			4'hc: o = i13;
			4'hd: o = i14;
			4'he: o = i15;
			4'hf: o = i16;
		endcase
endmodule
module Register_File
	(
	 input reg [15:0] data_to_write,
	 input reg regWrite,
	 input reg [3:0] register_to_write,
	 input reg [3:0] output_a_selector,
	 input reg [3:0] output_b_selector,
	 output reg [15:0] output_a,
	 output reg [15:0] output_b,
	 input Clock
	);
	reg [15:0] reg1, reg2, reg3, reg4, reg5, reg6, reg7, reg8, reg9, reg10, reg11,
			   reg12, reg13, reg14, reg15, reg16;
	wire [15:0] decoded_value;
	integer i;
	Decoder_4_to_16 decoder(register_to_write, 1'b1, decoded_value);
	initial begin
		reg1 <= 0;
		reg2 <= 0;
		reg3 <= 0;
		reg4 <= 0;
		reg5 <= 0;
		reg6 <= 0;
		reg7 <= 0;
		reg8 <= 0;
		reg9 <= 0;
		reg10 <= 0;
		reg11 <= 0;
		reg12 <= 0;
		reg13 <= 0;
		reg14 <= 0;
		reg15 <= 0;
		reg16 <= 0;
	end
	always @(posedge Clock) begin
		if(decoded_value[0] & regWrite)
			reg1 <= data_to_write;
		else if(decoded_value[1] & regWrite)
			reg2 <= data_to_write;
		else if(decoded_value[2] & regWrite)
			reg3 <= data_to_write;
		else if(decoded_value[3] & regWrite)
			reg4 <= data_to_write;
		else if(decoded_value[4] & regWrite)
			reg5 <= data_to_write;
		else if(decoded_value[5] & regWrite)
			reg6 <= data_to_write;
		else if(decoded_value[6] & regWrite)
			reg7 <= data_to_write;
		else if(decoded_value[7] & regWrite)
			reg8 <= data_to_write;
		else if(decoded_value[8] & regWrite)
			reg9 <= data_to_write;
		else if(decoded_value[9] & regWrite)
			reg10 <= data_to_write;
		else if(decoded_value[10] & regWrite)
			reg11 <= data_to_write;
		else if(decoded_value[11] & regWrite)
			reg12 <= data_to_write;
		else if(decoded_value[12] & regWrite)
			reg13 <= data_to_write;
		else if(decoded_value[13] & regWrite)
			reg14 <= data_to_write;
		else if(decoded_value[14] & regWrite)
			reg15 <= data_to_write;
		else if(decoded_value[15] & regWrite)
			reg16 <= data_to_write;
	end
	wire [15:0] a, b;
	Mux_16 a_mux(reg1, reg2, reg3, reg4, reg5, reg6, reg7, reg8, reg9, reg10, reg11,
			   reg12, reg13, reg14, reg15, reg16, output_a_selector, a);
	Mux_16 b_mux(reg1, reg2, reg3, reg4, reg5, reg6, reg7, reg8, reg9, reg10, reg11,
			   reg12, reg13, reg14, reg15, reg16, output_b_selector, b);
	always @* begin
		output_a <= a;
		output_b <= b;
	end
endmodule
$ cat run.sh
#!/bin/bash
# OpenROAD 26Q1-2900-gdf79404cd8, Yosys 0.63+post, stock flow scripts
make -C /OpenROAD-flow-scripts/flow DESIGN_CONFIG=/design/flow/config.mk WORK_HOME=/design/flow/orfs finish
$ cat config.mk
export PLATFORM = sky130hd
export DESIGN_NAME = Register_File
export DESIGN_NICKNAME = Register_File
export VERILOG_FILES = /design/flow/design.v
export SDC_FILE = /design/flow/constraint.sdc
export NUM_CORES = 4
export LEC_CHECK = 1
export CORE_UTILIZATION = 50
$ cat constraint.sdc
current_design Register_File

set clk_period 6.6
set clk_io_pct 0.2

create_clock -name clk0 -period $clk_period [get_ports {Clock}]

set non_clock_inputs [all_inputs -no_clocks]
set_input_delay [expr $clk_period * $clk_io_pct] -clock clk0 $non_clock_inputs
set_output_delay [expr $clk_period * $clk_io_pct] -clock clk0 [all_outputs]
==> flow_metrics.tcl <==
# place-and-route summary
set metrics [dict create \
    run_status "finished, final reports clean" \
    critical_path_cell_count 8 \
    register_area_sq_mm 0.00769 \
    post-route-period-util_pct 93.2 \
    startpoint_type_of_the_worst_setup_path "input pin" \
    core_area_sq_mm 0.0235 \
    postLayoutCoreUtil_pct 60.3 \
    chip_area_sq_mm 0.0246 \
    critPathMaxStageDelay_ns 1.04 \
    average_cell_area_after_synthesis_sq_um 12.9 \
    antenna_violations_before_repair 1 \
    post_synth_inst_count 928 \
    drc_errors 0 \
    grt_max_degree 37 \
    clkTransAtPathRegs_ns 0.06 \
    top_cells_by_count "sky130_fd_sc_hd__edfxtp_1, sky130_fd_sc_hd__a22oi_1, sky130_fd_sc_hd__nor2_1, sky130_fd_sc_hd__a21oi_1, sky130_fd_sc_hd__buf_2" \
    dp_hpwl_mm 26.1 \
    ir_worst_vdd_mv 0.198 \
    globalplace.congestion 1.04 \
    initial_utilization_pct 51.1 \
    number_of_setup_violations_in_the_final_report 0 \
    grt_util_met2_pct 54.7 \
    chipWidth_um 157 \
    std_cell_rows 56 \
    die_h_um 157 \
    synthMostInstantiatedCell "sky130_fd_sc_hd__edfxtp_1" \
    cap_violations 0 \
    max_slew.worst_pin.slew_ns 1.15 \
    synthDistinctLibCells 55 \
    final_cell_area_sq_mm 0.0142 \
    yosys_warnings 3 \
    busiest_layer "met2" \
    synth_stat.cells 928 \
    critPathSlowestCell "sky130_fd_sc_hd__clkdlybuf4s50_1" \
    number_of_iterations_in_the_first_detailed_routing_pass 7 \
    detail_route.wl_per_cell_um 32.3 \
    max_freq_ghz 0.163 \
    cp-end-kind "output pin" \
    cts_buffer_depth 3 \
    drt-initial-drc-count 828 \
    final_max_slew_viol_count 0 \
    final.setup.tns_ns 0 \
    cts_tree "yes" \
    buffer_ports.inserted 61 \
    postRouteAntennaNets 0 \
    yosysChipArea_sq_mm 0.0120 \
    postCtsHoldBufs 0 \
    clk_root_buffer_cell "sky130_fd_sc_hd__clkbuf_16" \
    timing.critical_path.cells "clkdlybuf4s50_1, buf_4, clkinv_1, nand2_1, o22ai_1, nor3_1, a21oi_1, clkdlybuf4s50_1" \
    placed_cell_area_sq_mm 0.0131 \
    power_leakage_uw 0.00461 \
    critical_path_arrival_ns 4.83 \
    crit_path_max_fanout 13 \
    fillCellCount 1786 \
    globalRouteMet1Util_pct 51.0 \
    largest_area_cell "sky130_fd_sc_hd__edfxtp_1" \
    finalHoldViolCount 0 \
    critical_path.top_delay_family "buffers and inverters" \
    final_std_cells_w_o_fill 1344 \
    first_global_vias 9857 \
    number_of_clock_sinks 256 \
    synthDominantCellAreaShare_pct 64.2 \
    netlist_top_cells_area "sky130_fd_sc_hd__edfxtp_1, sky130_fd_sc_hd__a22oi_1, sky130_fd_sc_hd__mux2i_1, sky130_fd_sc_hd__nor2_1, sky130_fd_sc_hd__o22ai_1" \
    gr_met3_demand_resource_pct 27.9 \
    post_synthesis_instance_area_sq_mm 0.0120 \
    num_io_pins 62 \
    grt_usage_pct 40.1 \
    syn_to_final_growth_pct 18.1 \
    ys.flop_type "sky130_fd_sc_hd__edfxtp_1" \
    critical-path-top-cell-by-count "sky130_fd_sc_hd__clkdlybuf4s50_1" \
    cts.htree.levels 1 \
    worst-setup-path-type "in -> out" \
    ys_async_sr_fraction_pct 0 \
    number_of_cells_on_the_worst_hold_path 1 \
    route.vias.total 9543 \
    cp_buf_inv_count 4 \
    grt_setup_unrepaired "no" \
    route.detailed.vias_per_inst 7.10 \
    cts_resized 0 \
    drive_above_1_share_pct 14.0 \
    final_period_minus_worst_setup_slack_ns 6.15 \
    power_density_mw_per_mm2 279 \
    cts_setup_buffers 0 \
    post-place-cells 1292 \
    mi_logic_area_sq_mm 0.00396 \
    edf_count 256 \
    postSynthSeqShare_pct 64.2 \
    cts_made_buffers 28 \
    data_required_time_at_the_worst_endpoint_ns 5.28 \
    worst_hold_path_type "in -> reg" \
    wl_mm 43.4 \
    number_of_antenna_cells_inserted 0 \
    globalRouteOverflowTotal 0 \
    slew_headroom_pct 23.4 \
    grt_pass1_wl_mm 62.6 \
    ys_ff 256 \
    count_of_tool_warnings 25 \
]
==> where the power goes <==
part / internal [uW] / switching [uW]
Combinational: 161 / 245
Clock: 1070 / 634
Sequential: 1820 / 16.0
Total: 3050 / 895
==> area by class of cell <==
class | count | area share, %
clock inverters | 21 | 1.95
inverters | 11 | 0.292
flip-flops and latches | 256 | 54.3
clock buffers | 31 | 5.18
multi-input cells | 583 | 27.9
repair buffers | 123 | 7.50
well taps | 319 | 2.82
==> path summary, 6_finish.rpt <==
| check | to | slack (ns) | startpoint |
|---|---|---|---|
| worst max-delay path | output_b[3] | 0.45 | output_b_selector[2] |
| worst min-delay path | reg6[8] | 1.70 | data_to_write[8] |
==> placed cells by master, fill, tap and decap left out, types with 4 or more instances in the layout <==
master | synthesis | routed
sky130_fd_sc_hd__edfxtp_1 | 256 | 256
sky130_fd_sc_hd__a22oi_1 | 119 | 119
sky130_fd_sc_hd__nor2_1 | 74 | 62
sky130_fd_sc_hd__buf_4 | 3 | 62
sky130_fd_sc_hd__clkdlybuf4s50_1 | 0 | 58
sky130_fd_sc_hd__a21oi_1 | 40 | 40
sky130_fd_sc_hd__o22ai_1 | 34 | 34
sky130_fd_sc_hd__nand2_1 | 33 | 33
sky130_fd_sc_hd__mux2i_1 | 32 | 32
sky130_fd_sc_hd__clkbuf_16 | 0 | 29
sky130_fd_sc_hd__o21ai_0 | 24 | 24
sky130_fd_sc_hd__o2bb2ai_1 | 24 | 24
sky130_fd_sc_hd__nand3_1 | 21 | 21
sky130_fd_sc_hd__nor3_1 | 21 | 16
sky130_fd_sc_hd__a221oi_1 | 15 | 15
sky130_fd_sc_hd__o32a_1 | 15 | 15
sky130_fd_sc_hd__o221ai_1 | 13 | 13
sky130_fd_sc_hd__nor2b_1 | 17 | 13
sky130_fd_sc_hd__nor2_2 | 0 | 12
sky130_fd_sc_hd__a31oi_1 | 10 | 10
sky130_fd_sc_hd__a211o_1 | 10 | 10
sky130_fd_sc_hd__mux2_2 | 9 | 9
sky130_fd_sc_hd__a32oi_1 | 8 | 8
sky130_fd_sc_hd__inv_1 | 8 | 8
sky130_fd_sc_hd__nand2b_1 | 8 | 8
sky130_fd_sc_hd__clkinv_2 | 0 | 8
sky130_fd_sc_hd__clkinv_1 | 2 | 7
sky130_fd_sc_hd__and2_1 | 7 | 7
sky130_fd_sc_hd__bufinv_16 | 0 | 7
sky130_fd_sc_hd__a22o_1 | 6 | 6
sky130_fd_sc_hd__nand4_1 | 5 | 5
sky130_fd_sc_hd__nor3_2 | 0 | 5
sky130_fd_sc_hd__nor2b_2 | 0 | 4
sky130_fd_sc_hd__and3_1 | 4 | 4
sky130_fd_sc_hd__a211oi_1 | 4 | 4
==> metal layers <==
metal | share of wire, % | wire [um]
met1 | 33 | 14200
met2 | 43 | 18800
met5 | 0.025 | 11
met4 | 5.8 | 2500
met3 | 18 | 7920
==> kinds of logic after synthesis <==
kind of cell / count (synthesis) / share of synthesized area [%]
AOI/OAI and AO/OA: 341 / 20.8
DFF: 256 / 64.2
and+or+nand+nor: 200 / 7.91
muxes: 42 / 3.71
buffers and inverters: 89 / 3.38
==> through the flow <==
step           power (uW)  hold slack [ns]  setup WS (ns)
2_1_floorplan        2060             1.42           2.71
3_3_place_gp         2260             2.24          0.790
3_5_place_dp         2270             2.23          0.751
4_1_cts              3940             1.70          0.744
5_1_grt              4050             1.75          0.500
6_report             3950             1.70          0.451
Power and IR drop assume default switching activity.
