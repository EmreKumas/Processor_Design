==> ./design.v <==
module ALU(
	input reg [15:0] a,
	input reg [15:0] b,
	input reg [3:0] Imm,
	input reg [1:0] Alu_Control,
	output reg [15:0] Result
	);
 reg [15:0] extended_Imm;
 integer i;
 always @* 
	begin 
		extended_Imm [0]= Imm[0];
		extended_Imm [1]= Imm[1];
		extended_Imm [2]= Imm[2];
		extended_Imm [3]= Imm[3];
		for( i=4 ; i<16; i=i+1 )
			extended_Imm[i] = Imm[3];
		if( Alu_Control[0] == 0 & Alu_Control[1] == 0)
			Result = a & b;
		else if(Alu_Control[0] == 0 & Alu_Control[1] == 1)
			Result = a & extended_Imm;
		else if(Alu_Control[0] == 1 & Alu_Control[1] == 0)
			Result = a + b;
		else begin
			if(Imm[3] == 1) begin
				extended_Imm = ~extended_Imm + 1;
				Result = a - extended_Imm;
			end
			else
				Result = a + extended_Imm;
		end
	end
endmodule 
==> ./run.sh <==
#!/bin/bash
# OpenROAD 26Q1-2900-gdf79404cd8, Yosys 0.63+post, stock flow scripts
make -C /OpenROAD-flow-scripts/flow DESIGN_CONFIG=/design/flow/config.mk WORK_HOME=/design/flow/orfs finish
==> ./config.mk <==
export PLATFORM = sky130hd
export DESIGN_NAME = ALU
export DESIGN_NICKNAME = ALU
export VERILOG_FILES = /design/flow/design.v
export SDC_FILE = /design/flow/constraint.sdc
export NUM_CORES = 4
export LEC_CHECK = 1
export CORE_AREA = 10 10 98 98
export DIE_AREA = 0 0 108 108
==> ./constraint.sdc <==
current_design ALU

set clk_period 6.8
set clk_io_pct 0.2

create_clock -name clk0 -period $clk_period

set non_clock_inputs [all_inputs -no_clocks]
set_input_delay [expr $clk_period * $clk_io_pct] -clock clk0 $non_clock_inputs
set_output_delay [expr $clk_period * $clk_io_pct] -clock clk0 [all_outputs]
==> reports/qor.txt <==
Synth warnings - 1
post_cts resized - 0
Syn-to-layout area delta - 34.5%
register area - 0 um^2
flip-flops - 0
crit-path max FO - 13
I/O Pins - 54
routability cong. - 0.909
WL/cell - 15.3 um
Adder Area Share - 23.7%
FP Core Util - 24.3%
ao+oa area frac - 34.5%
Worst setup EP type - output port
Post-DP HPWL - 5020 um
post-route antenna net violation count - 0
PortBufs - 54
first-pass GRT wire length - 9850 um
width of the die - 108 um
Setup WS pre-CTS - 890 ps
CTS hold repair buffers - 0
die area - 0.0117 mm^2
synthesized instance count - 242
yosys cell count - 242
Yosys cell types - 40
Final Cycle Share - 87.4%
P_leak - 1.04 nW
share of layout cells above drive strength 1 - 4.53%
CORE AREA - 0.00765 mm^2
Clock buffer cells - 0
Worst Path Arrival - 4590 ps
PwrDens - 93.6 mW/mm^2
worst setup margin - 855 ps
antenna cells - 0
unrepaired setup endpoints after global routing - false
register share after synthesis - 0%
Avg Cell Area, Syn - 7.68 um^2
post-CTS setup buffer count - 0
xor/xnor share - 12.3%
status - finished, final reports clean
fill count - 801
post-synthesis mux area share - 12.1%
Crit Path Category - input port to output port
Die Ht - 108 um
worst rel slew slack - 62.6%
total wire length - 5960 um
Slew Viols, Final - 0
HP Class - input port to output port
Via density - 5.21
total negative setup slack - 0 ps
global route total overflow - 0
Vias - 2,028
router iterations before antenna repair - 4
VDD IR max - 39.2 uV
Final Hold Violating Endpoints - 0
Final Critical Period - 5950 ps
DRC Markers - 0
CP required - 5440 ps
Synth Cell Area - 0.00186 mm^2
fmax - 168 MHz
simple-gate share of the synthesized area - 13.3%
number of global-route vias before repair - 1,978
actual slew at the worst max-slew pin - 559 ps
Log Warnings - 32
detailed router's first-iteration violation count - 77
row count - 32
initial antenna violation count - 0
Yosys chip area - 0.00186 mm^2
number of max-cap violations - 0
Main logic family - AND-OR/OR-AND gates
largest net degree at the start of global routing - 27
CP Launch Type - input port
final count of negative-setup-slack endpoints - 0
GRT Resource Usage Total - 10.2%
[cells in the final DEF (no fill, tap or decap), drive strengths merged, types with 3 or more instances in the layout]
| master | count |
|---|---|
| nand4 | 4 |
| mux4 | 8 |
| a31oi | 4 |
| o211ai | 7 |
| xor2 | 11 |
| ha | 32 |
| xnor2 | 15 |
| o21a | 5 |
| a221o | 3 |
| nand2b | 3 |
| nor2 | 13 |
| a21oi | 28 |
| a21o | 14 |
| nand3 | 5 |
| nand2 | 13 |
| clkdlybuf4s50 | 54 |
| nor2b | 7 |
| mux2i | 4 |
| a211oi | 5 |
| o21ai | 22 |
| inv | 10 |
[cells by family (layout without fill, tap and decap cells)]
group | Yosys count | in the layout
compound gates | 98 | 98
simple gates | 51 | 51
fa+ha+maj | 34 | 34
xor+xnor | 26 | 26
buf+inv | 21 | 66
mux | 12 | 12
[through the flow]
stage / utilization, % / instance area (um^2) / std cells / hold WS, ps / total power, mW
floorplan: - / 1860 / 242 / 2850 / 0.143
global placement: 32.7 / 2500 / 389 / 3920 / 0.235
detailed placement: 32.7 / 2500 / 389 / 3910 / 0.233
CTS: 32.7 / 2500 / 389 / 3920 / 0.236
global route: 32.7 / 2500 / 389 / 3980 / 0.260
finish: 32.7 / 2500 / 389 / 3910 / 0.234
[per-layer routing]
layer / wire length (um) / GRT usage, %
met5: 0 / 0
met2: 2640 / 16.9
met4: 26 / 0.382
met3: 323 / 1.27
met1: 2970 / 14.6
[critical path: stages]
cell             delay, ps
clkdlybuf4s50_1        710
ha_1                   490
a21oi_1                250
o21ai_1                160
o21ai_0                370
o21a_1                 210
o21ai_0                100
xor2_1                 150
a221o_1                360
clkdlybuf4s50_1        420
[power by group]
part / internal, mW / total, mW / switching [mW] / leakage, nW
clock network: 0 / 0 / 0 / 0
registers: 0 / 0 / 0 / 0
logic: 0.126 / 0.234 / 0.107 / 1.04
total: 0.126 / 0.234 / 0.107 / 1.04
[path summary, 6_finish.rpt]
kind                    endpoint  slack (ps)   start  cells after the start
worst max-delay path  Result[13]         850  Imm[3]                     10
worst min-delay path  Result[15]        3910   b[15]                      4
[cell type report]
type / count / area (um^2) / area share (%)
inverters: 10 / 37.5 / 1.50
multi-input cells: 221 / 1780 / 71.2
well taps: 102 / 128 / 5.11
repair buffers: 56 / 556 / 22.2
[cell usage after synthesis, drive strengths merged (2+ instances only)]
library cell  instances  area, um^2
ha                   32         400
a21oi                28         140
o21ai                22         114
xnor2                15         131
a21o                 14         105
nand2                13        48.8
nor2                 13        48.8
xor2                 11        96.3
clkbuf               10        37.5
inv                  10        37.5
mux4                  8         184
nor2b                 7        43.8
o211ai                7        52.6
a211oi                5        42.5
nand3                 5        25.0
o21a                  5        38.8
a31oi                 4        25.0
mux2i                 4        40.0
nand4                 4        25.0
a221o                 3        30.0
nand2b                3        18.8
a21boi                2        15.0
a222oi                2        20.0
and2                  2        12.5
fa                    2        40.0
nor3                  2        10.0
Power is estimated from default activity; no workload was simulated.
